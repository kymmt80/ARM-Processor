## run.sh

```bash
#!/bin/bash
# OpenROAD 26Q1-2900-gdf79404cd8, Yosys 0.63+post, stock flow scripts
make -C /OpenROAD-flow-scripts/flow DESIGN_CONFIG=/design/flow/config.mk WORK_HOME=/design/flow/orfs finish
```

## config.mk

```make
export PLATFORM = sky130hd
export DESIGN_NAME = data_mem
export DESIGN_NICKNAME = data_mem
export VERILOG_FILES = /design/flow/design.v
export SDC_FILE = /design/flow/constraint.sdc
export NUM_CORES = 4
export LEC_CHECK = 1
export CORE_UTILIZATION = 50
export SYNTH_HDL_FRONTEND = slang
```

## constraint.sdc

```tcl
current_design data_mem

set clk_period 54.3
set clk_io_pct 0.2

create_clock -name clk0 -period $clk_period [get_ports {clk}]

set non_clock_inputs [all_inputs -no_clocks]
set_input_delay [expr $clk_period * $clk_io_pct] -clock clk0 $non_clock_inputs
set_output_delay [expr $clk_period * $clk_io_pct] -clock clk0 [all_outputs]
```

## design.v

```verilog
module data_mem(input clk,memWrite,memRead,input [15:0]writeData,Address,output reg [15:0]readData);
reg[15:0] mem[0:127];
initial begin
end
always@(memRead,Address)begin
    if (memRead ==1)
        readData <= mem[Address];
    else
        readData <=16'd0;
end
always@(posedge clk)begin
    if(memWrite==1)
        mem[Address]<=writeData;
end
endmodule
```

==> summary.rpt <==
PHYSICAL IMPLEMENTATION REPORT
----------------------------------------------------
[Global route]
  Vias in the first global route ........................ about 46k
  Wire length of the first global-routing pass ........................ 335,000 um
  Total global-route track usage ........................ between 30% and 40%
  Remaining global-route overflow ........................ 0
  Initial antenna violation count ........................ 8
  Largest net degree at the start of global routing ........................ 103

[Synthesis]
  Sequential element share of the synthesized area ........................ 77.7%
  Chip area from the yosys synthesis statistics ........................ about 80,000 sq um
  Total cells reported by yosys after synthesis ........................ between 4k and 5k
  Synth warnings ........................ 0
  Synth flops ........................ about 2.0k
  Post-Synthesis Cells ........................ roughly 4.6k
  Proportion of synthesized flip-flops having asynchronous set or reset ........................ 0%
  Post-synth tally of flip-flops with integrated enable ........................ 2,048
  Most instantiated flip-flop cell in the synthesis netlist ........................ edfxtp_1
  Cell Area, Synth ........................ between 70,000 and 80,000 sq um
  Synth Area per Inst ........................ approximately 17 sq um
  Distinct lib cells used ........................ between 60 and 70

[Die]
  Floorplan core area ........................ between 150,000 and 200,000 sq um
  Die Size ........................ 160,000 sq um
  Core Density at Floorplan ........................ about half
  Number of rows in the core area ........................ roughly 150
  Die height ........................ between 300 and 400 um
  Width of the chip ........................ between 300 and 400 um
  Total I/O pin count ........................ just over 50

[Final timing]
  Hold Violations, Final ........................ 0
  Final Cycle Share ........................ between 50 and 60%
  Slew Limit Headroom ........................ roughly 28%
  Sum of negative setup slack ........................ 0 ns
  Transition time of the tightest slew-check pin ........................ 1.07 ns
  Setup violations, final ........................ 0
  Setup repair after global routing missed its margin ........................ no
  Total count of max-transition violations in the final report ........................ 0
  Final min period ........................ approximately 28 ns
  Final worst setup slack ........................ approximately 27 ns
  Max frequency ........................ 36.3 MHz

[Finish]
  Biggest registers after layout ........................ mem: 2048 flops
  Number of flip-flops under the largest register name ........................ ~2k
  Filler cell count ........................ 11.6k
  Most flops, register ........................ mem
  Final core occ ........................ between 50% and 60%
  Share of cells above drive strength 1 ........................ about 17%
  Layout overhead on the synthesized area ........................ 12.6%

[Detailed routing]
  Remaining antenna violation count after routing ........................ 0
  Number of DRC markers after the initial detailed-route iteration ........................ around 3.8k
  DR WL/cell ........................ around 34 um
  TritonRoute pass-1 iters ........................ 8
  Wire length on met3 ........................ roughly 42,000 um
  Via count ........................ 45.1k
  Met1 wire length ........................ around 77,000 um
  Vias per inst ........................ around 6.5
  Top routing layer in use ........................ met5
  # DRC ........................ 0
  Total Wirelength ........................ about 240,000 um
  Wire length on met2 ........................ about 110,000 um

[Power]
  Seq pwr share ........................ between 50% and 60%
  Largest voltage drop on the vdd net ........................ 0.0393 mV
  Static Leak ........................ between 20 and 30 nW
  Switching power total ........................ between 0.0007 and 0.0008 W
  Logic gate share of total power ........................ between 5 and 6%
  Power density normalized to cell area ........................ ~37 nW/um^2
  Clock network power share ........................ about two fifths
  Internal power ........................ 0.00255 W
  Switching share of power ........................ 22.0%

[Worst setup path]
  WS Path Type ........................ input port to primary output
  Required time of the critical path ........................ 43.44 ns
  Worst Setup End Kind ........................ primary output
  Number of buffer and inverter instances along the worst setup path ........................ 7
  Slowest CP cell ........................ clkdlybuf4s50_1
  Kind of start point of the critical path ........................ input port
  Cell repeated most along the worst path ........................ buf_4
  CP arrival ........................ roughly 17 ns
  Family of cells with the greatest summed delay on the critical path ........................ buffers and inverters
  Maximum fanout along the worst path ........................ 48
  CP Cell Sequence ........................ buf_8 -> buf_4 -> buf_4 -> and2_4 -> buf_4 -> buf_4 -> a221o_1 -> a222oi_1 -> o21ai_0 -> nor4b_1 -> buf_4 -> o31ai_1 -> clkdlybuf4s50_1
  Largest stage delay on the critical path ........................ between 0.7 and 0.8 ns

[Place]
  Port buffer count ........................ ~41
  Post-detail-place hpwl ........................ 139,000 um
  Place WS ........................ roughly 27 ns
  Final weighted congestion of routability-driven global placement ........................ approximately 0.94

[Clock tree]
  Num CTS Buffers ........................ roughly 200
  Number of clock sinks ........................ between 2k and 2.5k
  Clock edge transition at the registers on the reported setup and hold paths ........................ about 0.060 ns
  Number of post-CTS setup repair buffers ........................ 0
  Maximum level of the CTS H-tree ........................ 4
  Count of instances resized after the clock tree is built ........................ 0
  Hold_buf cts ........................ 0
  Clock tree from TritonCTS ........................ built
  CTS Root Cell ........................ clkbuf_16
  Maximum buffer depth of the clock tree ........................ 3

[Run status]
  Run status ........................ completed

[Job]
  Tool warning count ........................ 38
  Max_cap viols ........................ 0

[Min path]
  Worst hold path class ........................ input port to flip-flop

----------------------------------------------------
==> cell type report <==
| class | instances | area [sq um] | area share [%] |
|---|---|---|---|
| multi-input cells | 2146 | 16100 | 18.1 |
| diodes | 6 | 15.0 | 0.0168 |
| inverters | 8 | 36.3 | 0.0407 |
| clock inverters | 101 | 916 | 1.03 |
| clock buffers | 259 | 5290 | 5.93 |
| well taps | 2058 | 2570 | 2.89 |
| repair buffers | 335 | 2670 | 3.00 |
| flip-flops and latches | 2048 | 61500 | 69.0 |
==> cells in the final DEF, fill, tap and decap left out, drive strengths merged, types with 14 or more instances in the layout <==
master	instances
a22o	21
o22ai	95
nor3	38
a21oi	191
a22oi	263
mux4	94
nor2b	45
nand2	289
o31ai	14
a221o	47
clkinv	80
clkbuf	259
o221ai	22
nand3	22
edfxtp	2048
a221oi	99
bufinv	15
o211ai	17
clkdlybuf4s50	20
o32ai	35
buf	315
mux2	118
a222oi	125
mux2i	113
o21ai	133
nor2	199
==> metal layers <==
metal,GRT usage [%],up-vias
met1,44.1,22600
met4,9.54,18
li1,-,19200
met3,25.1,426
met2,46.0,2895
met5,4.90,-
==> stage by stage <==
step | hold WS [ns] | power, W | cells | cell area, sq um
global route | 10.39 | 0.00336 | 6958 | 89100
floorplan | 10.96 | 0.00187 | 4550 | 79200
CTS | 10.37 | 0.00328 | 6955 | 89100
finish | 10.42 | 0.00327 | 6961 | 89100
detailed placement | 11.26 | 0.00197 | 6595 | 82900
global placement | 11.25 | 0.00197 | 6595 | 82900
==> synthesized netlist by cell type (95+ instances only) <==
master	n	area, sq um
edfxtp_1	2048	61500
nand2_1	289	1080
a22oi_1	263	1970
nor2_1	199	747
a21oi_1	191	956
clkbuf_1	142	533
o21ai_0	133	666
a222oi_1	125	1250
buf_2	114	571
mux2i_1	113	1130
mux2_2	112	1260
a221oi_1	98	858
o22ai_1	95	594
==> power by group through the flow <==
| stage | logic, W | clock network [W] | registers (W) |
|---|---|---|---|
| 5_1_grt | 0.000204 | 0.00141 | 0.00175 |
| 6_report | 0.000194 | 0.00133 | 0.00175 |
| 4_1_cts | 0.000191 | 0.00135 | 0.00175 |
==> path summary, 6_finish.rpt <==
kind                 startpoint          end  slack, ns  cells after the start
hold / removal    writeData[15]  mem[14][15]      10.42                      1
setup / recovery     Address[0]  readData[0]      26.73                     13
==> cells by family (layout without fill, tap and decap cells) <==
logic type,Yosys count,after routing,synth area share [%]
multiplexers,325,325,5.79
flip-flops,2048,2048,77.7
AND-OR/OR-AND,1160,1160,10.8
other,0,6,0
buffers and inverters,356,703,2.10
AND/OR/NAND/NOR,661,661,3.67
Power figures rest on the tool's default switching activity, not on a simulated workload.
